<file path="flow/run.sh">
#!/bin/bash
# OpenROAD 26Q1-2900-gdf79404cd8, Yosys 0.63+post, stock flow scripts
make -C /OpenROAD-flow-scripts/flow DESIGN_CONFIG=/design/flow/config.mk WORK_HOME=/design/flow/orfs finish
</file>
<file path="flow/config.mk">
export PLATFORM = sky130hd
export DESIGN_NAME = ALU_design
export DESIGN_NICKNAME = ALU_design
export VERILOG_FILES = /design/flow/design.v
export SDC_FILE = /design/flow/constraint.sdc
export NUM_CORES = 4
export LEC_CHECK = 1
export CORE_UTILIZATION = 40
</file>
<file path="flow/constraint.sdc">
current_design ALU_design

set clk_period 11.3
set clk_io_pct 0.2

create_clock -name clk0 -period $clk_period

set non_clock_inputs [all_inputs -no_clocks]
set_input_delay [expr $clk_period * $clk_io_pct] -clock clk0 $non_clock_inputs
set_output_delay [expr $clk_period * $clk_io_pct] -clock clk0 [all_outputs]
</file>
<file path="flow/design.v">
module ALU_design(A,B ,op_code,alu_out,c_out );
    input  [7:0] A, B;
    input [2:0] op_code;
    output reg [15:0] alu_out;
    output reg c_out;
    always@(op_code)
    begin
    case(op_code)
    3'b000:
    begin
        alu_out=A+B;
        c_out=alu_out[8];
        end
    3'b001:
    begin
        alu_out=A-B;
        c_out=alu_out[8];
        end
    3'b010:
        alu_out=A*B;
    3'b011:
    begin
         alu_out= A<<2;
         c_out=1'b0;
         end    
    3'b100:
    begin
            alu_out= A>>2;
            c_out=1'b0;
            end 
    3'b101:
    begin
             alu_out= A&&B; 
             c_out=1'b0;
             end
    3'b110:
    begin
             alu_out= A||B; 
             c_out=1'b0;
             end
    3'b111:
    begin
             alu_out= A^B; 
             c_out=1'b0;
             end
    endcase
    end
    endmodule
</file>
==> Slide: Implementation Results <==
Flow Results at a Glance

Worst setup path
  • CP Data Arrival Time: 7.44 ns
  • Crit path cell chain: clkdlybuf4s50_1, ha_1, fa_1, fa_1, fa_1, inv_1, fa_1, inv_1, ha_1, a2111oi_2, o21ai_0, a21oi_1, o31ai_1, xnor2_1, o21ai_0, clkdlybuf4s50_1
  • Top cell by count, worst path: fa_1
  • Critical-path top delay cell: clkdlybuf4s50_1
  • Crit-path leading delay family: adder cells
  • CP Buf/Inv Count: 4
  • CP Class: primary input to output port
  • Slowest stage delay, CP: about 0.65 ns
  • WP data required: 9.04 ns
  • CP Launch Type: primary input
  • Crit end category: output port
  • Crit Path Max Fanout: 12

Finish
  • Layout cell share with drive strength beyond 1: a little under 3%
  • Flop area: 15.01 sq um
  • Logic area: between 2000 and 3000 sq um
  • Synthesis-to-layout area growth: 13.47%
  • Max reg flops: 1
  • Post-Layout Inst Area: 3573 sq um
  • Final cell count without fillers: around 540
  • Fillers: 755

Detailed routing
  • First drt pass iteration count: 4
  • Drt drc: 0
  • Post-DRT Antenna Nets: 0
  • DR WL/cell: about 15 microns
  • Detailed-route wire length: 7980 microns
  • Antenna Cells: 0
  • Avg Vias per Cell: between 5 and 6
  • 1st-iter DRT viols: 173
  • DR vias: roughly 2900

STA
  • Endpoints left unconstrained: 2
  • Setup violators final: 0
  • Hold Worst Slack: approximately 5.7 ns
  • Final Cycle Share: between 80% and 90%
  • RSZ-0062 raised after global routing: no
  • Worst-margin pin slew: roughly 0.90 ns
  • FMAX: about 0.1 GHz
  • Setup TNS: 0 ns
  • Slew HR: 39.71%
  • Slew Viols, Final: 0
  • Final Hold Fails: 0
  • Register pins left without a clock: 1
  • Final min period: 9.700 ns

Placement
  • Port bufs: 36
  • Area post-placement: 3573 sq um
  • Placed insts: around 540
  • Dpl hpwl: 6570 microns
  • RD Place Congestion: 0.9449

GRT
  • Largest net degree at the start of global routing: 26
  • GRT overflow: 0
  • Vias in the first global route: 2801
  • Initial antenna violation count: 0
  • Global-route wire length before repair: 13950 microns
  • Tot GR Track Use: 21.40%

Power
  • Leak pwr: 1.762 nW
  • Pwr dens: roughly 94 nW/um^2
  • Power Total: 0.3350 mW
  • VDD IR max: 0.08927 mV

Synth
  • Dominant Register Cell: dlxtn_1
  • Netlist Area Pre-Place: ~3100 sq um
  • Multiplexer share: between 1 and 1.5%
  • Avg Cell Area, Syn: 7.644 sq um
  • Xor/xnor share: 3.894%
  • Synthesis area per yosys: about 3100 sq um
  • Number of synthesized flops with an enable pin: 0
  • Simple-Gate Area Share: about 20%
  • # Cells Yosys: 412
  • Count of different cell masters after synthesis: approximately 55
  • Post-Synth Adder-Cell Area: between 40% and 50%
  • Yosys warns: 1
  • Post-Synthesis Cells: 412
  • Main kind of combinational logic by area: adder cells
  • Async SR Flop Fraction: 0%
  • Compound Share, Synth: around 19%
  • Ys flops: 1

Floorplan
  • Core Util at FP: between 40 and 50%
  • Chip Height: 90.73 microns
  • I/O Pins: 36
  • Number of core rows: 31
  • Die Wd: a little over 90 microns
  • Die ar.: slightly above 8000 sq um
  • Total core area: between 7000 and 8000 sq um

Run
  • OpenROAD warnings: roughly 40
  • Max_cap viols: 0

CTS
  • Post-CTS Setup Repair Bufs: 0
  • Hold buffers post-CTS: 0
  • CTS resizes: 0

Hold path
  • Hold Path Class: primary input to output port

Status
  • Outcome: completed
[area by class of cell]
cell class	count	area share, %
multi-input combinational	324	77.94
timing repair buffer	38	10.50
inverter	73	7.668
tap	99	3.466
sequential	1	0.4202
[cell usage after synthesis (all sizes together) (3+ instances only)]
| cell | instances | area (sq um) |
|---|---|---|
| a221oi | 3 | 32.53 |
| inv | 73 | 274.0 |
| nor3 | 5 | 25.02 |
| nand2 | 36 | 135.1 |
| nand3 | 3 | 15.01 |
| xor2 | 8 | 70.07 |
| buf | 6 | 45.04 |
| mux2i | 3 | 30.03 |
| nor4 | 5 | 31.28 |
| a21oi | 23 | 115.1 |
| and2 | 30 | 187.7 |
| ha | 52 | 650.6 |
| clkbuf | 8 | 30.03 |
| o21ai | 27 | 138.9 |
| a21o | 4 | 30.03 |
| fa | 38 | 760.7 |
| xnor2 | 6 | 52.55 |
| nor2b | 3 | 21.27 |
| nor2 | 37 | 141.4 |
| a2bb2oi | 3 | 26.28 |
| o221ai | 3 | 26.28 |
| o31ai | 5 | 37.54 |
[placed cells by master (no fill, tap or decap), types with 4 or more instances in the layout]
master	n
inv_1	73
ha_1	52
fa_1	38
nand2_1	36
nor2_1	36
clkdlybuf4s50_1	36
and2_1	30
a21oi_1	23
o21ai_0	23
xor2_1	8
xnor2_1	6
nor4_1	5
nor3_1	5
o31ai_1	5
a21o_1	4
[per-stage QoR]
stage / setup WS, ns / util (%)
floorplan: 2.964 / -
detailed placement: 1.587 / 47.98
global placement: 1.614 / 47.98
CTS: 1.568 / 47.98
global route: 1.246 / 47.98
finish: 1.600 / 47.98
[worst paths after layout]
kind / from / endpoint / depth (start not counted)
setup / recovery: A[3] / alu_out[15] / 16
hold / removal: op_code[0] / alu_out[3] / 5
[routing by layer]
metal / GRT usage, % / share of wire [%]
met1: 33.61 / 47
met2: 33.59 / 45
met3: 2.308 / 6.2
met4: 2.016 / 1.3
met5: 0 / 0
[logic make-up (layout without fill, tap and decap cells)]
logic type | Yosys count | in the layout
mux | 4 | 4
latches | 1 | 1
buf+inv | 87 | 111
compound gates | 88 | 88
simple gates | 128 | 128
xor+xnor | 14 | 14
fa+ha+maj | 90 | 90
[power breakdown]
part / total (mW) / switching, mW / internal, mW
combinational: 0.335 / 0.189 / 0.146
clock: 0 / 0 / 0
sequential: 0.000201 / 0.00000754 / 0.000194
total: 0.335 / 0.189 / 0.146
Power and IR drop assume default switching activity.
